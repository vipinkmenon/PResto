==> flow/design.v <==
module buffer(
input    wire          i_clk,
input    wire [1:0]    i_wr_addr,
input    wire [1:0]    i_rd_addr,
input    wire          i_wr_en,
input    wire [46:0]   i_wr_data,
output   wire [46:0]   o_rd_data
);
reg [46:0] mem [0:3];
assign o_rd_data  =  mem[i_rd_addr];
always @(posedge i_clk)
begin
    if(i_wr_en)
	    mem[i_wr_addr]    <=    i_wr_data;
end
endmodule
module cmd_int(
input    wire        i_clk,
input    wire        i_rst,
input    wire        i_data_valid,
input    wire [7:0]  i_data,
output   reg         o_buff_en,
output   wire        o_data_valid,
output   wire [7:0]  o_data,
output   reg         o_srst,
output   reg         o_pgrm_icap,
output   wire [26:0] o_ddr_strt_addr,
output   wire [19:0] o_trans_len,
output   reg         o_load,
input    wire  [19:0]i_icap_clk_cnt,
input    wire  [19:0]i_total_clk_cnt,
input    wire        i_uart_tx_buffer_full,
input    wire        i_dma_done,
output   reg         o_pr_reset
);
reg  [7:0]  cmd_reg [3:0];
reg  [3:0]  state;
wire [31:0] cmd;
reg  [3:0]  len_reg[0:5];
reg  [3:0]  addr_reg[0:5];
reg  [4:0]  len_cnt;
reg  [7:0]  tx_data;
reg         tx_valid;
reg         buff_wr_en;
reg  [1:0]  buff_wr_addr;
reg  [1:0]  buff_rd_addr;
reg  [7:0]  config_cnter[0:3];
wire [26:0] buff_ddr_strt_addr;
wire [19:0] buff_trans_len;
reg         clr_cmd;
parameter CMOD = 'd0,
          DMOD = 'd1,
			 SADR = 'd2,
			 SLEN = 'd3,
			 SRST = 'd4,
			 PICP = 'd5,
			 RST1 = 'd6,
			 RST2 = 'd7,
			 CINT = 'd8,
			 START ='d9,
			 NCON = 'd10,
			 RPRR = 'd11;
assign cmd              = {cmd_reg[3],cmd_reg[2],cmd_reg[1],cmd_reg[0]};
assign o_data_valid     = (state == DMOD) ? 1'b0: i_data_valid|tx_valid;
assign o_data           = tx_valid ? tx_data : i_data;
assign o_trans_len      = (state == START) ? buff_trans_len : {len_reg[0],len_reg[1],len_reg[2],len_reg[3],len_reg[4],len_reg[5]};
assign o_ddr_strt_addr  = (state == START) ? buff_ddr_strt_addr: {addr_reg[0],addr_reg[1],addr_reg[2],addr_reg[3],addr_reg[4],addr_reg[5]};
always @(posedge i_clk)
begin
    if(i_rst|clr_cmd)
	begin
	    cmd_reg[0] <= 0;
	    cmd_reg[1] <= 0;
	    cmd_reg[2] <= 0;
	    cmd_reg[3] <= 0;
	end
	else
	begin
	    if(i_data_valid)
		begin
		   cmd_reg[0] <= i_data;
			cmd_reg[1] <= cmd_reg[0];
			cmd_reg[2] <= cmd_reg[1];
			cmd_reg[3] <= cmd_reg[2];
		end
	end
end
always @(posedge i_clk)
begin
   if(i_rst)
	begin
	   state         <=  CMOD;
		o_buff_en     <=  1'b0;
		len_cnt       <=  0;
		o_srst        <=  1'b0;
		o_pgrm_icap   <=  1'b0;
		o_load        <=  1'b0;
		tx_valid      <=  1'b0;
		buff_wr_en    <=  1'b0;
		buff_wr_addr  <=  2'b00;
      config_cnter[0] <= 0;
      config_cnter[1] <= 0;
      config_cnter[2] <= 0;
      config_cnter[3] <= 0;
		clr_cmd        <=  0;
		o_pr_reset    <=   1'b0;
   end
	else
    begin
	    case(state)
		    CMOD:begin
			   o_buff_en   <= 1'b0;
			   o_srst      <= 1'b0;
		      o_pgrm_icap <= 1'b0;
				o_load      <= 1'b0;
				len_cnt     <= 0;
				tx_valid    <= 1'b0;   
			   if(cmd == 'h444D4F44)
				begin
				   state       <= DMOD;
					buff_wr_en  <= 1'b1;
					clr_cmd     <= 1'b1;
				end
				else if(cmd == 'h53414452)
				begin
				   state <= SADR;
				end
				else if(cmd == 'h534C454E)
				begin
				    state <= SLEN;
				end
				else if(cmd == 'h53525354)
				begin
				    state <= SRST;
				end
				else if(cmd == 'h50494350)
				begin
				   state <= PICP;
					o_pgrm_icap <= 1'b1;
					clr_cmd <= 1'b1;
				end
				else if(cmd == 'h52535431)
				begin
				    state    <= RST1;
					 len_cnt  <= 19;
					 clr_cmd <= 1'b1;
				end
				else if(cmd == 'h52535432)
				begin
				    state    <= RST2;
					 len_cnt  <= 19;
					 clr_cmd <= 1'b1;
				end
				else if(cmd == 'h43494E54)
				begin
				    state    <=    CINT;
					 clr_cmd <= 1'b1;
				end
            else if(cmd == 'h4E434F4E)
            begin
                state   <= NCON;
            end
            else if(cmd == 'h52505252)
				begin
				    state <= RPRR;
				end
			end
			DMOD:begin
			   buff_wr_en   <= 1'b0;
				clr_cmd      <= 1'b0;
			   if(cmd == 'h434D4F44)
				begin
				    state     <= CMOD;
					 o_buff_en <= 1'b0;
					 buff_wr_addr <= buff_wr_addr + 1;
				end
				o_buff_en <= 1'b1;    
			end
			SADR:begin
			   clr_cmd      <= 1'b0;
			   if(i_data_valid)
				begin
				   if(i_data < 58) 
				       addr_reg[len_cnt] <= i_data - 'h30;
					else
					    addr_reg[len_cnt] <= i_data - 'h37;
					len_cnt <= len_cnt + 1;
					if(len_cnt == 5)
					begin
					    state <= CMOD;
						o_load        <=  1'b1;
					end	
				end
			end
			SLEN:begin
			   clr_cmd      <= 1'b0;
			   if(i_data_valid)
				begin
				   if(i_data < 58) 
				       len_reg[len_cnt] <= i_data - 'h30;
					else
  					     len_reg[len_cnt] <= i_data - 'h37;
					len_cnt <= len_cnt + 1;
					if(len_cnt == 5)
					begin
					    state     <= CMOD;
					    o_load    <=  1'b1;
					end	
				end
			end
			SRST:begin
			   clr_cmd      <= 1'b0;
			   if(cmd == 'h434D4F44)
				begin
				    state     <= CMOD;
			       o_srst    <= 1'b0;
				end
				else
				    o_srst    <= 1'b1;
			end
			RPRR:begin
			   clr_cmd      <= 1'b0;
			   if(cmd == 'h434D4F44)
				begin
				    state       <= CMOD;
			       o_pr_reset  <= 1'b0;
				end
				else
				    o_pr_reset    <= 1'b1;
			end
			PICP:begin
			   o_pgrm_icap <= 1'b0;
				clr_cmd      <= 1'b0;
				if(i_dma_done)
				begin
				    state    <= CMOD;
				end	
			end	
         RST1:begin
			    clr_cmd      <= 1'b0;
			    if(~i_uart_tx_buffer_full & len_cnt != 31)
			    begin
			       tx_data <= i_icap_clk_cnt[len_cnt] + 'h30;
			       len_cnt <= len_cnt - 1;
			       tx_valid <= 1'b1;
			    end
             else
			        tx_valid <= 1'b0;
			    if(len_cnt == 31)
			    begin
			        state <= CMOD;
			    end	
         end	
         RST2:begin
			    clr_cmd      <= 1'b0;
			    if(~i_uart_tx_buffer_full & len_cnt != 31)
			    begin
			        tx_data <= i_total_clk_cnt[len_cnt] + 'h30;
			        len_cnt <= len_cnt - 1;
			        tx_valid <= 1'b1;
			    end	
			    else
			        tx_valid <= 1'b0;
			    if(len_cnt == 31)
			    begin
			        state <= CMOD;
			    end	
         end
         CINT:begin
			    clr_cmd      <= 1'b0;
			   if(i_data_valid)
				begin
				   buff_rd_addr    <=    i_data - 'h30;    
					o_load          <=    1'b1;
					state           <=    START;
				end	
         end
         START:begin
			   o_pgrm_icap         <=    1'b1;
				o_load              <=    1'b0;
				state               <=    PICP;
            config_cnter[buff_rd_addr] <= config_cnter[buff_rd_addr] + 1;
         end
         NCON:begin
              if(i_data_valid)
              begin
                tx_data <= config_cnter[i_data - 'h30] + 'h30;
				    tx_valid <= 1'b1;
                state    <= CMOD;
              end
         end			
		endcase
    end
end
buffer addr_len_buffer(
 .i_clk(i_clk),
 .i_wr_addr(buff_wr_addr),
 .i_rd_addr(buff_rd_addr),
 .i_wr_en(buff_wr_en),
 .i_wr_data({o_ddr_strt_addr,o_trans_len}),
 .o_rd_data({buff_ddr_strt_addr,buff_trans_len})
);
endmodule
==> flow/run.sh <==
#!/bin/bash
# OpenROAD 26Q1-2900-gdf79404cd8, Yosys 0.63+post, stock flow scripts
make -C /OpenROAD-flow-scripts/flow DESIGN_CONFIG=/design/flow/config.mk WORK_HOME=/design/flow/orfs finish
==> flow/config.mk <==
export PLATFORM = sky130hd
export DESIGN_NAME = cmd_int
export DESIGN_NICKNAME = cmd_int
export VERILOG_FILES = /design/flow/design.v
export SDC_FILE = /design/flow/constraint.sdc
export NUM_CORES = 4
export LEC_CHECK = 1
export CORE_UTILIZATION = 30
==> flow/constraint.sdc <==
current_design cmd_int

set clk_period 8.9
set clk_io_pct 0.2

create_clock -name clk0 -period $clk_period [get_ports {i_clk}]

set non_clock_inputs [all_inputs -no_clocks]
set_input_delay [expr $clk_period * $clk_io_pct] -clock clk0 $non_clock_inputs
set_output_delay [expr $clk_period * $clk_io_pct] -clock clk0 [all_outputs]
==> flow_metrics.tcl <==
# collected from the flow reports
set metrics [dict create \
    synthesis.instances 907 \
    path_class "input pin to output pin" \
    synth.yosys.warnings 3 \
    min_path_type "flip-flop to flip-flop" \
    edf_count 274 \
    htree_num_levels 2 \
    async_reset_ff_share_pct 0 \
    pwr-share-seq_pct 53.7 \
    track_usage_pct 14.8 \
    route.detailed.wl_per_inst_um 20.0 \
    place.port_buffers 113 \
    ir_drop_mv 0.128 \
    rsz_0062_raised_after_global_routing "false" \
    area_growth_pct 20.3 \
    clock_tree_from_tritoncts "built" \
    first_pass_grt_wire_length_um 50600 \
    cts.path.max_buffers 3 \
    topCombFamilyByArea "multiplexers" \
    number_of_maximum_capacitance_constraint_violations 0 \
    aoi_share_pct 3.08 \
    syn-mean-instance-area_um2 15.7 \
    power_per_cell_area_nw_per_um2 184 \
    setup_total_negative_slack_ps 0 \
    ys_cells 907 \
    largest_net_degree_at_the_start_of_global_routing 44 \
    vias_per_cell 4.93 \
    setup.worst_path.start_class "input pin" \
    area_of_the_mapped_netlist_um2 14300 \
    yosysSeqAreaShare_pct 66.1 \
    number_of_pins_exceeding_their_max_slew_limit_in_the_final_report 0 \
    required_ps 7120 \
    detail_route.first_pass.iterations 52 \
    final-comb-area_um2 4590 \
    routed_wl_um 33200 \
    max_clock_freq_mhz 199 \
    synth.cellmix.xorXnorShare_pct 0.981 \
    fp.dieH_um 220 \
    violated_checks "design-rule violations" \
    routed-via-count 8182 \
    postSynthRegisterBits 335 \
    mux_area_share_pct 17.5 \
    static_leakage_nw 5.58 \
    internal_power_w 0.00251 \
    worst_ep_arrival_time_ps 3250 \
    yosys.stat.chipArea_um2 14300 \
    insertion_delay_ps 530 \
    finalCritPeriodShare_pct 56.5 \
    netlist_top_cells_area "edfxtp_1, mux4_2, dfxtp_1" \
    detailed_place_hpwl_um 21600 \
    clk_pin_slew_ps 60 \
    detail_route.antenna_diodes 0 \
    hold_violations 0 \
    rows 79 \
    design.core.area_um2 46800 \
    overflow 0 \
    cts.repair.resized 0 \
    max_slew_margin_pct 46.2 \
    drc_errors 17 \
    chipArea_um2 48500 \
    die_w_um 220 \
    clk_root_buf "clkbuf_16" \
    total_power_w 0.00316 \
    switching_power_w 0.000656 \
    largest_driver_fanout_on_the_critical_path 9 \
    finalSetupViolCount 0 \
    grt_pass1_vias 8429 \
    first_iter_violations 585 \
    run_status "finished with violations" \
    numCtsBuffers 35 \
    final_antenna_net_count 0 \
    largest_reg_flops 188 \
    setup_ws_ps 3870 \
    finalWorstPathRequiredPeriod_ps 5030 \
    timing.critical_path.to_type "output pin" \
    post-synth-top-area-fraction_pct 57.6 \
    clockPowerShare_pct 42.6 \
    cts.sink_count 335 \
    cts_hold_buf 0 \
    sw_frac_of_total_pct 20.8 \
    place_worst_setup_slack_ps 3640 \
    fin_worst_skew_ps 13.5 \
    synth.distinct_cells 66 \
    ff_latch_area_um2 9460 \
    share_of_the_core_filled_by_cells_before_placement_pct 30.6 \
    post_synth_adder_cell_area_pct 1.10 \
    fillerInstances 4349 \
    synth_top_cell_by_area "edfxtp_1" \
    final_util_pct 36.7 \
    post_synth_and_or_nand_nor_area_fraction_pct 9.45 \
    number_of_antenna_violations_at_the_first_check_in_global_routing 2 \
    pwr-share-comb_pct 3.7 \
    ioPinCount 114 \
    synth-main-ff-cell "edfxtp_1" \
    gp_routability_congestion 0.873 \
    postCtsSetupRepairBufs 0 \
    tightest_slew_ps 795 \
    log.warning_count 29 \
    drive_gt1_share_pct 19.6 \
]
[path summary, 6_finish.rpt]
kind	startpoint	endpoint	slack, ps	cells after the start
max reg2reg	state[7]$_DFF_P_	config_cnter[1][6]$_SDFFCE_PN0P_	5470	7
min	state[5]$_DFF_P_	state[5]$_DFF_P_	470	2
min reg2reg	state[5]$_DFF_P_	state[5]$_DFF_P_	470	2
max	i_data[0]	o_data[0]	3870	3
[layout make-up]
class,count,share of cell area [%]
repair buffers,131,7.34
inverters,17,0.371
clock buffers,43,5.27
flip-flops and latches,335,55.0
well taps,607,4.42
multi-input cells,508,26.7
clock inverters,19,0.837
[critical path: stages]
cell             delay [ps]
clkdlybuf4s50_1         760
mux2_2                  250
clkdlybuf4s50_1         460
[logic make-up (layout without fill, tap and decap cells)]
logic type | after synthesis | count (layout)
AND/OR/NAND/NOR | 252 | 252
buffers and inverters | 64 | 210
XOR/XNOR | 16 | 16
multiplexers | 161 | 161
adder cells (fa/ha/maj) | 12 | 12
AND-OR/OR-AND | 67 | 67
flip-flops | 335 | 335
[layer usage]
layer	vias up	wire length [um]	track usage (%)
met1	3988	13600	20.2
li1	3776	-	-
met3	46	4280	8.87
met2	368	14700	21.1
met4	4	541	2.67
met5	-	27	0
[cell usage after synthesis (all sizes together) (7+ instances only)]
library cell / count
a21oi: 19
and2: 14
buf: 10
clkbuf: 37
dfxtp: 61
edfxtp: 274
ha: 11
inv: 17
mux2: 57
mux2i: 42
mux4: 62
nand2: 35
nand2b: 7
nand3: 15
nand4: 8
nor2: 94
nor3: 12
nor3b: 11
nor4: 7
o21ai: 12
xnor2: 10
[per-stage QoR]
step	std cells	cell area (um2)	hold slack (ps)
CTS	1660	17200	465
floorplan	907	14300	417
global route	1660	17200	483
finish	1660	17200	469
global placement	1598	16100	433
detailed placement	1598	16100	442
[power groups by stage]
stage         Combinational, W  Sequential [W]  Clock, W
CTS                   0.000117         0.00170   0.00139
finish                0.000116         0.00170   0.00135
global route          0.000127         0.00170   0.00144
[cell usage in the layout, fill, tap and decap left out, drive strengths merged, types with 6 or more instances in the layout]
master         Yosys  routed
clkdlybuf4s50      0     112
buf               10      19
nand2             35      35
and2              14      14
edfxtp           274     274
nor2              94      94
inv               17      20
mux4              62      62
nand2b             7       7
ha                11      11
nand3             15      15
clkinv             0      14
a21oi             19      19
o21ai             12      12
mux2              57      57
xnor2             10      10
nor3              12      12
xor2               6       6
mux2i             42      42
dfxtp             61      61
clkbuf            37      43
nor4               7       7
nand4              8       8
nor3b             11      11
No activity file was given, so power comes from the tool's default toggle rates.
